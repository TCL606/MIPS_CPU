File: flow/design.v
`timescale 1ns / 1ps
module InstAndDataMemory(reset, clk, Address, Write_data, MemRead, MemWrite, Mem_data);
	input reset;
	input clk;
	input [31:0] Address;
	input [31:0] Write_data;
	input MemRead;
	input MemWrite;
	output [31:0] Mem_data;
	parameter RAM_SIZE = 256;
	parameter RAM_SIZE_BIT = 8;
	parameter RAM_INST_SIZE = 32;
	reg [31:0] RAM_data[RAM_SIZE - 1: 0];
	assign Mem_data = MemRead? RAM_data[Address[RAM_SIZE_BIT + 1:2]]: 32'h00000000;
	integer i;
	always @(posedge reset or posedge clk) begin
		if (reset) begin
            RAM_data[8'd0] <= {6'h08, 5'd0, 5'd4, 16'h0005};             
            RAM_data[8'd1] <= {6'h00, 5'd0, 5'd0, 5'd2, 5'd0, 6'h26};    
            RAM_data[8'd2] <= {6'h03, 26'd4};                            
            RAM_data[8'd3] <= {6'h04, 5'd0, 5'd0, 16'hffff};             
            RAM_data[8'd4] <= {6'h08, 5'd29, 5'd29, 16'hfff8};           
            RAM_data[8'd5] <= {6'h2b, 5'd29, 5'd31, 16'h0004};           
            RAM_data[8'd6] <= {6'h2b, 5'd29, 5'd4, 16'h0000};            
            RAM_data[8'd7] <= {6'h0a, 5'd4, 5'd8, 16'h0001};             
            RAM_data[8'd8] <= {6'h04, 5'd8, 5'd0, 16'h0002};             
            RAM_data[8'd9] <= {6'h08, 5'd29, 5'd29, 16'h0008};           
            RAM_data[8'd10] <= {6'h00, 5'd31, 15'h0, 6'h08};             
            RAM_data[8'd11] <= {6'h00, 5'd4, 5'd2, 5'd2, 5'd0,6'h20};    
            RAM_data[8'd12] <= {6'h08, 5'd4, 5'd4, 16'hffff};            
            RAM_data[8'd13] <= {6'h03, 26'd4};                           
            RAM_data[8'd14] <= {6'h23, 5'd29, 5'd4, 16'h0000};           
            RAM_data[8'd15] <= {6'h23, 5'd29, 5'd31, 16'h0004};          
            RAM_data[8'd16] <= {6'h08, 5'd29, 5'd29, 16'h0008};          
            RAM_data[8'd17] <= {6'h00, 5'd4, 5'd2, 5'd2, 5'd0, 6'h20};   
            RAM_data[8'd18] <= {6'h00, 5'd31, 15'h0,6'h08};              
			for (i = RAM_INST_SIZE; i < RAM_SIZE; i = i + 1)
				RAM_data[i] <= 32'h00000000;
		end else if (MemWrite) begin
			RAM_data[Address[RAM_SIZE_BIT + 1:2]] <= Write_data;
		end
	end
endmodule
File: flow/run.sh
#!/bin/bash
# OpenROAD 26Q1-2900-gdf79404cd8, Yosys 0.63+post, stock flow scripts
make -C /OpenROAD-flow-scripts/flow DESIGN_CONFIG=/design/flow/config.mk WORK_HOME=/design/flow/orfs finish
File: flow/config.mk
export PLATFORM = sky130hd
export DESIGN_NAME = InstAndDataMemory
export DESIGN_NICKNAME = InstAndDataMemory
export VERILOG_FILES = /design/flow/design.v
export SDC_FILE = /design/flow/constraint.sdc
export NUM_CORES = 4
export LEC_CHECK = 1
export CORE_UTILIZATION = 50
File: flow/constraint.sdc
current_design InstAndDataMemory

set clk_period 11.4
set clk_io_pct 0.2

create_clock -name clk0 -period $clk_period [get_ports {clk}]

set non_clock_inputs [all_inputs -no_clocks]
set_input_delay [expr $clk_period * $clk_io_pct] -clock clk0 $non_clock_inputs
set_output_delay [expr $clk_period * $clk_io_pct] -clock clk0 [all_outputs]
==> flow_summary.yaml <==
# yosys + openroad results
die:
  num_io_pins: 100
  core_area_mm2: 0.7075
  fp-utilization: 0.5018
  chip_area_mm2: 0.7134
  floorplan.rows: 309
  dieHeight_um: 844.6
  dieWidth_um: 844.6
final_layout:
  largest_register_ffs: 8192
  final_cell_area_mm2: 0.4013
  fin_cells: 35930
  regMostFlops: "RAM_data"
  final_layout_size_suffix_gt1_frac: 0.4243
  top_regs: "RAM_data (8192)"
  flow.area_growth_from_synthesis_pct: 13.05
  util_after_layout: 0.5673
placement:
  placement.setup.worst_slack_ns: -0.6306
  dp.cells: 34040
  placement.io_buffers: 75
  routabilityCongestion: 1.065
  dpl.hpwl_um: 1102000
  postPlaceCellArea_mm2: 0.3724
sta:
  timing.final.crit_period_ns: 11.61
  min_period_over_period: 1.018
  slew_of_the_pin_with_the_lowest_slew_margin_ns: 1.630
  timing_hold_violations_final: 0
  clock-skew-final_ns: 0
  maxSlewHeadroom: -0.09672
  maxSlewViolCount: 18
  grt_setup_unrepaired: "false"
  layout_setup_ws_ns: -0.2088
  setup_viol: 3
  fmax_mhz: 86.14
route:
  detail_route.iter0.violations: 23360
  route.antenna.remaining_nets: 0
  routedWlPerCell_um: 45.37
  drt_first_pass_iters: 24
  route.final.wire_length_um: 1630000
  route.detailed.drc: 0
  vias_per_cell: 6.999
  vias: 251500
critical_path:
  rr_startpoint: "RAM_data[47][30]"
  worst_r2r_endpoint: "RAM_data[47][30]"
  worst_setup_path_endpoint: "Mem_data[20]"
  reg2reg_depth: 1
  critPathArrivalTime_ns: 9.33
  worst-setup-path-type: "in -> out"
  element_type_at_the_critical_path_start: "primary input"
  setup.worst_path.start: "Address[5]"
  endpoint_kind: "output pin"
  worstPathRequired_ns: 9.12
  reg2reg_setup_slack_ns: 10.31
  cp_max_fo: 27
clock_network:
  path_clk_slew_ns: 0.06
  number_of_sinks_handled_by_clock_tree_synthesis: 8192
  clock_insertion_delay_worst_skew_ns: 1.22
  tritoncts: "done"
  cts_setup_buffers: 0
  htree_num_levels: 6
  root_buffer: "sky130_fd_sc_hd__clkbuf_16"
  cts-root-to-sink-buffers: 4
  cts-buffers-inserted: 858
logic_synthesis:
  synth.yosys.chip_area_mm2: 0.3550
  async_flop_share: 0.9492
  yosys_warnings: 2
  synth-cells-yosys: 25840
  enable_flop_cells: 416
  yosysTopAreaCellShare: 0.5366
  numSynthFlops: 8192
  netlist.top_cell.by_area: "sky130_fd_sc_hd__dfrtp_1"
  mappedNetlistArea_mm2: 0.3550
  ys_seq_frac: 0.5839
  most_numerous_cell_types_in_the_synthesized_netlist: "sky130_fd_sc_hd__dfrtp_1, sky130_fd_sc_hd__mux2_2, sky130_fd_sc_hd__a22oi_1"
  netlist_top_cells_area: "sky130_fd_sc_hd__dfrtp_1, sky130_fd_sc_hd__mux2_2, sky130_fd_sc_hd__a22oi_1, sky130_fd_sc_hd__edfxtp_1, sky130_fd_sc_hd__clkbuf_1"
  syn_avg_cell_area_um2: 13.74
  ys.flop_type: "sky130_fd_sc_hd__dfrtp_1"
  yosys.cell_count.top_type: "sky130_fd_sc_hd__dfrtp_1"
  syn_inst: 25840
  synthDistinctLibCells: 82
global_routing:
  grt_start_max_net_pins: 139
  grt_first_pass_wirelength_um: 2183000
  globalRoute.totalOverflow: 0
  gr-usage-all-layers: 0.4827
  via_count_of_the_first_global_routing_pass: 247800
  antenna_found_initial: 211
power:
  leakagePower_nw: 191.8
  power.density_cell_area_mw_per_mm2: 157.3
  power.ir.vdd_worst_mv: 0.1815
job:
  max_cap_viol_count: 3
  openroad.warnings: 213
worst_hold_path:
  hold_path_depth: 1
  min_path_type: "reg -> reg"
outcome:
  outcome: "complete, but fails checks"
  failed_checks: "capacitance limit, slew limit, setup timing"
report_power, final:
group	internal [mW]	switching [mW]
Sequential	30.6	0.624
Clock	16.1	12.1
Combinational	1.25	2.39
cell families (layout without fill, tap and decap cells):
group                     Yosys count  in the layout  synth area share
muxes                            7777           7777            0.2467
AOI/OAI and AO/OA                4821           4821            0.1028
other                               0            276                 0
xor gates and xnor gates            2              2        0.00004935
and+or+nand+nor                  2309           2309           0.03464
buffers and inverters            2738           3226           0.03196
DFF                              8192           8192            0.5839
stage by stage:
step                hold WS, ns  power [mW]  setup TNS, ns
finish                   0.4841       63.13        -0.3746
global placement         0.4655       35.14        -0.9000
CTS                      0.4853       63.21              0
global route             0.4940       64.71              0
floorplan                0.4557       34.51              -
detailed placement       0.4725       35.28        -0.7829
worst min-delay path by stage:
| stage | start | end |
|---|---|---|
| 4_1_cts | RAM_data[89][16] | RAM_data[89][16] |
| 5_1_grt | RAM_data[56][26] | RAM_data[56][26] |
| 6_report | RAM_data[89][16] | RAM_data[89][16] |
repair_timing:
item,CTS,global route
hold buffers,0,0
gates resized,4,2
pin swaps,1,1
cloned,0,0
endpoints found under the setup margin,2,2
critical path, cell delays in order:
cell and delay (ns):
sky130_fd_sc_hd__buf_2 0.59, sky130_fd_sc_hd__buf_4 0.47, sky130_fd_sc_hd__nand4b_1 0.21, sky130_fd_sc_hd__buf_12 0.39, sky130_fd_sc_hd__buf_4 0.46, sky130_fd_sc_hd__nor2_4 0.16, sky130_fd_sc_hd__buf_4 0.34, sky130_fd_sc_hd__a2111oi_0 0.59
sky130_fd_sc_hd__nand3_1 0.28, sky130_fd_sc_hd__nor4_1 1.25, sky130_fd_sc_hd__buf_4 0.28, sky130_fd_sc_hd__nand2_1 0.17, sky130_fd_sc_hd__nor4_2 0.62, sky130_fd_sc_hd__buf_4 0.23, sky130_fd_sc_hd__a21oi_2 0.22, sky130_fd_sc_hd__buf_4 0.26
sky130_fd_sc_hd__clkdlybuf4s50_1 0.41
per-layer routing:
metal	track usage	wire, µm	part of all wire	vias up
li1	-	-	-	97920
met1	0.5863	548500	0.34	133100
met2	0.6097	652600	0.40	15410
met3	0.3337	272900	0.17	4949
met4	0.3408	151300	0.093	169
met5	0.06412	4756	0.0029	-
cells in the final DEF, fill, tap and decap left out, drive strengths merged, types with 142 or more instances in the layout:
| cell | n |
|---|---|
| mux2 | 7776 |
| dfrtp | 7612 |
| a22oi | 2678 |
| buf | 1572 |
| clkbuf | 1432 |
| nand2 | 566 |
| a22o | 527 |
| edfxtp | 416 |
| o22ai | 397 |
| nand3 | 347 |
| a21oi | 345 |
| and3 | 344 |
| diode | 276 |
| nor4 | 267 |
| nand4 | 263 |
| nor2 | 234 |
| dfstp | 164 |
| a221oi | 163 |
| a32oi | 142 |
area by class of cell:
cell class	count	area [µm²]
Antenna cell	276	690.7
Clock buffer	1431	26350
Timing Repair Buffer	1605	13990
Inverter	6	26.28
Sequential cell	8192	207300
Fill cell	55500	306200
Multi-Input combinational cell	14910	139400
Clock inverter	184	1889
Tap cell	9330	11670
Power and IR drop assume default switching activity.
