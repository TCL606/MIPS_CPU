## flow/config.mk

```make
export PLATFORM = sky130hd
export DESIGN_NAME = RegisterFile
export DESIGN_NICKNAME = RegisterFile
export VERILOG_FILES = /design/flow/design.v
export SDC_FILE = /design/flow/constraint.sdc
export NUM_CORES = 4
export LEC_CHECK = 1
export CORE_UTILIZATION = 30
```

## flow/constraint.sdc

```tcl
current_design RegisterFile

set clk_period 6.2
set clk_io_pct 0.2

create_clock -name clk0 -period $clk_period [get_ports {clk}]

set non_clock_inputs [all_inputs -no_clocks]
set_input_delay [expr $clk_period * $clk_io_pct] -clock clk0 $non_clock_inputs
set_output_delay [expr $clk_period * $clk_io_pct] -clock clk0 [all_outputs]
```

## flow/design.v

```verilog
`timescale 1ns / 1ps
module RegisterFile(reset, clk, RegWrite, Read_register1, Read_register2, Write_register, Write_data, Read_data1, Read_data2);
	input reset;
	input clk;
	input RegWrite;
	input [4:0] Read_register1;
	input [4:0] Read_register2; 
	input [4:0] Write_register;
	input [31:0] Write_data;
	output [31:0] Read_data1;
	output [31:0] Read_data2;
	reg [31:0] RF_data[31:0];
	assign Read_data1 = (Read_register1 == 5'b00000)? 32'h00000000: RF_data[Read_register1];
	assign Read_data2 = (Read_register2 == 5'b00000)? 32'h00000000: RF_data[Read_register2];
	integer i;
	always @(posedge reset or posedge clk) begin
		if (reset) begin
			for (i = 1; i < 32; i = i + 1) begin
				RF_data[i] <= 32'h00000000;
			end
		end else if (RegWrite && (Write_register != 5'b00000)) begin
			RF_data[Write_register] <= Write_data;
		end
	end
endmodule
```

## flow/run.sh

```bash
#!/bin/bash
# OpenROAD 26Q1-2900-gdf79404cd8, Yosys 0.63+post, stock flow scripts
make -C /OpenROAD-flow-scripts/flow DESIGN_CONFIG=/design/flow/config.mk WORK_HOME=/design/flow/orfs finish
```

==> flow_summary.yaml <==
# synthesis and place-and-route metrics
status:
  run_status: "complete, no violations"
worst_setup_path:
  timing.critical_path.arrival_ns: 4.88
  critical_path_required_ns: 4.96
  end_kind: "primary output"
  worst_setup_path_start_kind: "primary input"
  critical_path_class: "in -> out"
  critical_path.cell_chain: "clkdlybuf4s50_1 > buf_4 > nand3b_1 > buf_4 > nor2_4 > buf_4 > a22oi_1 > nand4_1 > nor3_1 > a21oi_1 > clkdlybuf4s50_1"
  critPathMaxFanout: 18
  worst_path_max_delay_cell: "sky130_fd_sc_hd__clkdlybuf4s50_1"
  cpPeakStageDelay_ns: 0.65
  critical_path.most_common_cell: "sky130_fd_sc_hd__buf_4"
  ff2ff_path_depth: 1
job:
  tool_warnings: 44
  max-cap-violations: 0
logic_synthesis:
  edf_count: 0
  post_synth_inst_count: 4154
  ys_seq_share_pct: 50.36
  synth.cellmix.xorXnorShare_pct: 0
  simple_gate_area_share_pct: 6.559
  arithmetic_cell_share_of_the_synthesized_area_counting_full_adders_half_adders_and_majority_gates_pct: 0
  synthesis.yosys.warnings: 2
  syn-cell-area_mm2: 0.04929
  synth.yosys.num_cells: 4154
  ys_seq_elements: 992
  netlist-cell-type-count: 56
  yosys.stat.chipArea_mm2: 0.04929
  synthesized_area_divided_by_synthesized_cell_count_um2: 11.87
  logic_family_by_area: "multiplexers"
  proportion_of_register_bits_with_asynchronous_set_or_reset_after_synthesis_pct: 100.0
  commonest_register_cell_after_synthesis: "sky130_fd_sc_hd__dfrtp_1"
  synth.area.mux_share_pct: 22.91
  synth-compound-area-share_pct: 16.16
sta:
  worst_slack_ns: 0.08106
  timing.slew.headroom_pct: 30.76
  finalClockSkew_ns: 0
  worst-slew-pin-transition_ns: 1.039
  timing.final.crit_period_ns: 6.119
  rsz_0062_raised_after_global_routing: "no"
  setup_viols_final: 0
  timing.final.crit_share_pct: 98.69
  fmax_mhz: 163.4
  finalMaxSlewViolations: 0
  timing.final.hold_violations: 0
die:
  top_level_ports: 114
  die_w_um: 407.4
  fp-row-count: 148
  die_h_um: 407.4
  placeableCoreArea_mm2: 0.1630
  die_area_mm2: 0.1659
  fp_util_pct: 30.25
pwr:
  power_per_cell_area_mw_per_mm2: 318.3
  power.leakage_uw: 0.02498
  vdd.ir_drop.worst_mv: 0.2413
global_route:
  global_route.overflow_total: 0
  grt_pass1_wl_mm: 346.4
  first_global_vias: 42021
  antenna_found_initial: 13
  grt_start_max_net_pins: 130
  gr-usage-all-layers_pct: 30.74
layout:
  layout.cell_area.non_filler_mm2: 0.05885
  top_register: "RF_data"
  layout-area-overhead-vs-synth_pct: 19.39
  largest_register_ffs: 992
  layout-drive-gt1-share_pct: 36.12
  largestRegisters: "RF_data (992)"
  final_core_util_pct: 36.12
clock_tree:
  cts_tree: "built"
  worstSkewPairLatency_ns: 0.72
  max-clock-path-buffers: 3
  clkSlewWorstSetupHoldPaths_ns: 0.06
  clock-sinks: 992
  cts_inserted_buffers: 110
  post_cts_hold_buffer_count: 0
  cts_htree_levels: 3
  cts-root-buf: "sky130_fd_sc_hd__clkbuf_16"
place:
  dpl-instance-area_mm2: 0.05485
  routabilityCongestion: 1.028
  preCtsSetupSlack_ns: 0.1172
  io_buffer_count: 113
  dp_hpwl_mm: 156.3
route:
  detail-route-antenna-nets: 0
  detailedRoute.firstPassIterationCount: 10
  avgRoutedWirePerCell_um: 38.68
  initialDrtViolationCount: 5531
  finalWirelength_mm: 252.7
  routed_via_density: 6.542
  via_count: 42739
  drc: 0
hold_path:
  whs_path_depth: 1
  timing.hold.worst.class: "reg -> reg"
## layout by cell type, fill, tap and decap left out, types with 19 or more instances in the layout
cell / n
sky130_fd_sc_hd__a21oi_1: 169
sky130_fd_sc_hd__a221oi_1: 20
sky130_fd_sc_hd__a222oi_1: 43
sky130_fd_sc_hd__a22oi_1: 798
sky130_fd_sc_hd__buf_12: 73
sky130_fd_sc_hd__buf_4: 228
sky130_fd_sc_hd__clkbuf_16: 114
sky130_fd_sc_hd__clkbuf_8: 23
sky130_fd_sc_hd__clkdlybuf4s50_1: 111
sky130_fd_sc_hd__clkinv_2: 19
sky130_fd_sc_hd__dfrtp_1: 992
sky130_fd_sc_hd__mux2_2: 979
sky130_fd_sc_hd__nand2_1: 158
sky130_fd_sc_hd__nand3_1: 56
sky130_fd_sc_hd__nand4_1: 113
sky130_fd_sc_hd__nor2_1: 70
sky130_fd_sc_hd__nor2_4: 69
sky130_fd_sc_hd__nor3_1: 52
sky130_fd_sc_hd__nor4_1: 20
## layout make-up
cell class	count	area, µm²
fillers	15678	104100
clock inverters	51	713.2
repair buffers	412	4284
multi-input cells	2738	23040
flip-flops and latches	992	24820
well taps	2175	2721
clock buffers	155	3237
inverters	4	18.77
diodes	6	15.01
## synthesized netlist by cell type, types with 10 or more instances
master	n	area (µm²)
sky130_fd_sc_hd__dfrtp_1	992	24820
sky130_fd_sc_hd__mux2_2	979	11020
sky130_fd_sc_hd__a22oi_1	798	5991
sky130_fd_sc_hd__buf_2	236	1181
sky130_fd_sc_hd__nand2_1	172	645.6
sky130_fd_sc_hd__a21oi_1	169	845.8
sky130_fd_sc_hd__clkbuf_1	150	563.0
sky130_fd_sc_hd__nor2_1	121	454.2
sky130_fd_sc_hd__nand4_1	113	706.9
sky130_fd_sc_hd__nand3_1	59	295.3
sky130_fd_sc_hd__nor3_1	55	275.3
sky130_fd_sc_hd__a222oi_1	43	430.4
sky130_fd_sc_hd__a221oi_1	20	175.2
sky130_fd_sc_hd__nor4_1	20	125.1
sky130_fd_sc_hd__a31oi_1	17	106.4
sky130_fd_sc_hd__buf_4	15	112.6
sky130_fd_sc_hd__a22o_1	14	122.6
sky130_fd_sc_hd__buf_1	14	52.55
sky130_fd_sc_hd__mux2_1	14	157.7
sky130_fd_sc_hd__nor2_2	14	87.58
sky130_fd_sc_hd__o21ai_0	13	65.06
sky130_fd_sc_hd__mux2i_1	11	110.1
sky130_fd_sc_hd__nand2b_1	11	68.82
sky130_fd_sc_hd__and3_1	10	62.56
## logic make-up (layout without fill, tap and decap cells)
family,after synthesis,after routing
AOI/OAI and AO/OA,1100,1100
muxes,1004,1004
DFF,992,992
and+or+nand+nor,634,634
buffers and inverters,424,622
other,0,6
## stage by stage
stage	setup TNS (ns)	power [µW]	instances	hold slack, ns
5_1_grt	0	19290	6528	0.5361
4_1_cts	0	18680	6525	0.5209
6_report	0	18730	6533	0.5235
2_1_floorplan	-8636.68	10210	4154	0.4815
3_5_place_dp	0	11570	6319	0.5097
3_3_place_gp	0	11520	6319	0.5016
## worst max-delay path, delay by kind of cell
family                 cells  cell delay, ns
AND-OR/OR-AND              2            0.68
AND/OR/NAND/NOR            4            0.67
buffers and inverters      5            2.23
## where the power goes
part           switching (µW)  leakage (µW)  total (µW)  internal, µW
Combinational            1190        0.0103        2570          1370
Sequential               1270        0.0127        9000          7730
Clock                    2870       0.00193        7160          4300
## final timing paths
kind | startpoint | to | slack (ns)
worst min-delay path | RF_data[25][3]$_DFFE_PP0P_ | RF_data[25][3]$_DFFE_PP0P_ | 0.52
worst max register to register | RF_data[29][16]$_DFFE_PP0P_ | RF_data[29][16]$_DFFE_PP0P_ | 5.31
max in group asynchronous | reset | RF_data[1][4]$_DFFE_PP0P_ | 3.53
worst min register to register | RF_data[25][3]$_DFFE_PP0P_ | RF_data[25][3]$_DFFE_PP0P_ | 0.52
min in group asynchronous | reset | RF_data[16][27]$_DFFE_PP0P_ | 1.04
worst max-delay path | Read_register1[3] | Read_data1[9] | 0.08
## routing by layer
metal | up-vias | GRT usage (%) | wire, µm
li1 | 16187 | - | -
met1 | 21661 | 38.49 | 90120
met2 | 3648 | 42.23 | 103200
met3 | 1204 | 17.68 | 40460
met4 | 39 | 15.67 | 18400
met5 | - | 1.437 | 491
## timing repair
| item | CTS | global route |
|---|---|---|
| gates resized | 0 | 0 |
| setup endpoints to repair | 0 | 2 |
| setup buffers | 0 | 2 |
No activity file was given, so power comes from the tool's default toggle rates.
