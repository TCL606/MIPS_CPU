**flow/run.sh**
```bash
#!/bin/bash
# OpenROAD 26Q1-2900-gdf79404cd8, Yosys 0.63+post, stock flow scripts
make -C /OpenROAD-flow-scripts/flow DESIGN_CONFIG=/design/flow/config.mk WORK_HOME=/design/flow/orfs finish
```
**flow/config.mk**
```make
export PLATFORM = sky130hd
export DESIGN_NAME = DataMemory
export DESIGN_NICKNAME = DataMemory
export VERILOG_FILES = /design/flow/design.v
export SDC_FILE = /design/flow/constraint.sdc
export NUM_CORES = 4
export LEC_CHECK = 1
export CORE_UTILIZATION = 30
```
**flow/constraint.sdc**
```tcl
current_design DataMemory

set clk_period 9.4
set clk_io_pct 0.2

create_clock -name clk0 -period $clk_period [get_ports {clk}]

set non_clock_inputs [all_inputs -no_clocks]
set_input_delay [expr $clk_period * $clk_io_pct] -clock clk0 $non_clock_inputs
set_output_delay [expr $clk_period * $clk_io_pct] -clock clk0 [all_outputs]
```
**flow/design.v**
```verilog
module DataMemory(reset, clk, Address, Write_data, Read_data, MemRead, MemWrite);
	input reset, clk;
	input [31:0] Address, Write_data;
	input MemRead, MemWrite;
	output [31:0] Read_data;
	parameter RAM_SIZE = 256;
	parameter RAM_SIZE_BIT = 8;
	reg [31:0] RAM_data[RAM_SIZE - 1: 0];
	assign Read_data = MemRead? RAM_data[Address[RAM_SIZE_BIT + 1:2]]: 32'h00000000;
	integer i;
	always @(posedge reset or posedge clk)
		if (reset)
			for (i = 0; i < RAM_SIZE; i = i + 1)
				RAM_data[i] <= 32'h00000000;
		else if (MemWrite)
			RAM_data[Address[RAM_SIZE_BIT + 1:2]] <= Write_data;
endmodule
```
==> run notes <==
The most used flip-flop cell after synthesis was sky130_fd_sc_hd__dfrtp_1. Per the timing report, the biggest fanout along the worst path comes to 30. The top layer reached by signal wires is met5.

The initial antenna violation count is 156. Clock skew on the completed layout was measured at 0 ns. Summing every instance area after synthesis gives 0.362 mm2. For the total negative slack, the log shows -0.166 ns. The static leakage came out at 0.199 uW.

Number of cells traversed by the worst hold path: 1. With the delay contributed by the slowest stage of the critical path at 0.72 ns, the sink count of the clock tree is 8192. With the internal portion of total power at 58000 uW, the number of remaining DRC errors is 0. The launch point of the critical path was reported as Address[6]. The synthesized instance count is 27.5k. The run gives 8192 for the number of synthesized register bits. The relative area change from synthesis to final layout came out at 14.9%.

In this run the critical path is formed by buf_2 > buf_4 > and4b_4 > buf_12 > buf_12 > buf_12 > nand3_1 > nand4_1 > nor4_2 > buf_4 > nand4_1 > nor4_2 > buf_4 > a31oi_2 > buf_12 > clkdlybuf4s50_1. The wire length on met3 is 229000 um. The root buffer cell chosen for the clock tree is sky130_fd_sc_hd__clkbuf_16. For this design the total switching power over the nets is 18300 uW. In the Yosys report the total cell count is 27.5k. For reference, the final report shows the hold violation count at 0. Fill cells in the final layout number 114k. After clock tree synthesis, the clock-pin slew on the worst setup and hold paths is 0.06 ns. The tools report the combined flip-flop and latch cell area as 0.205 mm2.

The worst reg2reg path endpoint is RAM_data[170][30]$_DFFE_PP0P_. The final reports fail on max-capacitance violations, max-slew violations, negative setup slack. For this design, the slowest cell found on the critical path is sky130_fd_sc_hd__nor4_2. The initial utilization of the core area, before any placement, comes to 30.1%. The share of synthesized area in the top cell type comes to 56.6%. The script computed the net switching share of total power as 24.0%. The run gives 280 for the tally of OpenROAD warnings. Setup repair after global routing left no endpoint under its margin. Global routing used 25.4% of the available tracks. STA puts the critical path data required time at 7.52 ns.

The tools report the number of warnings printed during yosys synthesis as 2. The run gives 403 for the standard-cell row count. The run gives 8192 for the flip-flop count of the largest register, all copies and words added. Entering global routing, the biggest net connects 141 pins. With the count of TritonRoute iterations in the first routing pass at 9, the slew at the pin closest to its max-slew limit is 1.58 ns.

The run gives 1100 um for the horizontal die dimension. Per the cell usage report, the commonest logic cells after layout are sky130_fd_sc_hd__dfrtp_1 (8192), sky130_fd_sc_hd__mux2_2 (8156), sky130_fd_sc_hd__a22oi_1 (2180). For this run, the chip area from Yosys synthesis comes to 0.362 mm2. The final weighted congestion recorded by global placement is 1.02. The post-synth count of flops with an enable pin is 0. With the chip height at 1100 um, the number of buffer cells added on primary ports is 75.

The category of the most critical setup path is input port to output pin. The tools report the timing-limited maximum frequency as 105 MHz. With the area taken by multi-input logic gates at 0.147 mm2, the depth of the CTS H-tree is 6. The chip occupies 1.21 mm2. The run reported a max-capacitance violation count of 3. The sequential share of power was 49.4%. Per the hold report, the tightest min-delay path originates at RAM_data[41][18]$_DFFE_PP0P_. Per the skew report, the later register of the worst-skew pair sees a clock latency of 1.12 ns.

The tools report the total number of vias as 254k. The count of nets left with antenna violations once routing finished came out at 0. The fraction of layout cells with a size suffix above 1 works out to 41.6%. The run finished, with violations left. The shortest clock period the worst path allows after layout was 9.50 ns; the average wire per standard cell was 34.4 um.

The slew check shows that the tightest pin keeps a relative margin of -5.45%. The combined buffer and inverter count along the critical path works out to 9. The power report attributes to the combinational group a share of 6.3%.

Detailed placement ended at an HPWL of 991000 um. The tools report the number of DRC markers after the initial detailed-route iteration as 21.3k. Recorded from the global router log, the overflow total was 0. The cell area power density works out to 184 mW/mm2.

The kind of end point of the critical path was an output pin. The source of the worst register-to-register timing path is RAM_data[170][30]$_DFFE_PP0P_. The cell class contributing the biggest share of worst-path delay was buffers and inverters.

Cells fill 34.6% of the core in the end. In this design, the critical path's most frequently occurring cell is sky130_fd_sc_hd__buf_12. Per the TritonCTS log, the buffer count is 832. The run gives 2 for the final-report setup violation count.

TritonCTS built the clock tree. The largest registers in the layout are RAM_data: 8192 flops. The run gives 101% for the share of the clock period used by the worst path after layout.

The via count of the first global-routing pass is 260k, and the part of the Yosys area used for sequential elements is 56.6%. The OpenROAD report gives the critical path a data arrival time of 7.62 ns. The run gives 22 for the final-report max-slew violation count.

The endpoint of the worst hold path is reported as RAM_data[41][18]$_DFFE_PP0P_. The clock network burns 44.3% of the power. The worst path setup slack after routing came out at -0.104 ns. Overall power consumption after layout is estimated at 76400 uW. Counting distinct cell types in the post-synthesis netlist gives 72. The tools report the routed metal-1 wirelength as 530000 um. After detailed routing, the total wire length is 1510000 um. The report puts the hold buffer count at CTS at 0. The tools report the area of the core region as 1.20 mm2. The most critical min-delay path falls under flip-flop to flip-flop.

The commonest non-fill, non-tap cell in the layout is sky130_fd_sc_hd__dfrtp_1. The path depth of the worst reg2reg path is 1. The first global-routing pass estimated 2090000 um of wire. The tools report the startpoint class of the critical path as an input port. Counting flops per register, the top entry is RAM_data.

Maximum root-to-sink buffer count: 5. Yosys attributes the largest share of cell area to sky130_fd_sc_hd__dfrtp_1 (57%), sky130_fd_sc_hd__mux2_2 (25%), sky130_fd_sc_hd__a22oi_1 (4.5%). IR analysis of the VDD net gives a maximum drop of 0.000204 V. The number of ports placed on the die boundary was 100; the mean instance size in the synthesized netlist was 13.1 um2.

The biggest area consumer among synthesized cells is sky130_fd_sc_hd__dfrtp_1. With the internal reg-to-reg setup slack at 8.39 ns, the proportion of synthesized flip-flops having asynchronous set or reset is 100%. Using the TritonRoute via totals, the vias-per-cell ratio works out to 5.81. Detailed routing placed a total of 619000 um of wire on met2.
[layout make-up]
class	count	area share [%]
clock inverter	202	0.577
multi-input combinational	16300	35.4
tap	16000	4.81
antenna	233	0.140
timing repair buffer	1559	3.71
sequential	8192	49.3
inverter	6	0.00632
clock buffer	1276	6.02
[power groups by stage]
stage         clock (uW)  sequential (uW)  combinational, uW
global route       35500            37900               5130
finish             33800            37700               4850
CTS                34200            37700               4790
[cell usage after synthesis, types with 17 or more instances]
library cell,instances
sky130_fd_sc_hd__a2111oi_0,237
sky130_fd_sc_hd__a21oi_1,327
sky130_fd_sc_hd__a221oi_1,97
sky130_fd_sc_hd__a222oi_1,108
sky130_fd_sc_hd__a22o_1,268
sky130_fd_sc_hd__a22oi_1,2180
sky130_fd_sc_hd__a31oi_1,55
sky130_fd_sc_hd__a32o_1,17
sky130_fd_sc_hd__a32oi_1,120
sky130_fd_sc_hd__and3_1,692
sky130_fd_sc_hd__and4_1,34
sky130_fd_sc_hd__buf_1,839
sky130_fd_sc_hd__buf_2,369
sky130_fd_sc_hd__buf_4,22
sky130_fd_sc_hd__clkbuf_1,1785
sky130_fd_sc_hd__dfrtp_1,8192
sky130_fd_sc_hd__mux2_1,38
sky130_fd_sc_hd__mux2_2,8156
sky130_fd_sc_hd__nand2_1,383
sky130_fd_sc_hd__nand3_1,1699
sky130_fd_sc_hd__nand4_1,493
sky130_fd_sc_hd__nor2_1,197
sky130_fd_sc_hd__nor3_1,52
sky130_fd_sc_hd__nor4_1,252
sky130_fd_sc_hd__o211ai_1,33
sky130_fd_sc_hd__o21ai_0,36
sky130_fd_sc_hd__o221ai_1,20
sky130_fd_sc_hd__o22a_1,22
sky130_fd_sc_hd__o22ai_1,447
sky130_fd_sc_hd__o41ai_1,32
sky130_fd_sc_hd__or3_1,17
sky130_fd_sc_hd__or4_1,142
[worst max path at each step]
stage,endpoint,cells past startpoint
CTS,Read_data[8],14
global route,Read_data[24],16
finish,Read_data[24],16
[layer usage]
| layer | GRT usage [%] | vias up |
|---|---|---|
| li1 | - | 103000 |
| met1 | 29.4 | 134000 |
| met2 | 34.4 | 13100 |
| met3 | 16.3 | 3989 |
| met4 | 16.8 | 126 |
| met5 | 2.18 | - |
[per-stage QoR]
step / std cells / cell area, um2 / setup WS [ns] / hold WS [ns]
floorplan: 27500 / 362000 / -106.86 / 0.456
global placement: 42100 / 388000 / -0.435 / 0.466
detailed placement: 42100 / 388000 / -0.261 / 0.475
CTS: 43500 / 415000 / 0.0382 / 0.488
global route: 43600 / 415000 / 0.0391 / 0.499
finish: 43800 / 416000 / -0.104 / 0.483
[cells by family after synthesis]
group | share of synthesized area, %
AND-OR/OR-AND | 8.33
XOR/XNOR | 0.00484
buffers and inverters | 3.31
flip-flops | 56.6
multiplexers | 25.5
AND/OR/NAND/NOR | 6.17
[what timing repair did]
| item | in CTS | in global routing |
|---|---|---|
| pin swaps | 0 | 1 |
| setup endpoints to repair | 4 | 6 |
| resized | 5 | 4 |
| buffers inserted | 0 | 6 |
Power is estimated from default activity; no workload was simulated.
